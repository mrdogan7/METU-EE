--- run.sh ---
#!/bin/bash
# OpenROAD 26Q1-2900-gdf79404cd8, Yosys 0.63+post, stock flow scripts
make -C /OpenROAD-flow-scripts/flow DESIGN_CONFIG=/design/flow/config.mk WORK_HOME=/design/flow/orfs finish
--- config.mk ---
export PLATFORM = sky130hd
export DESIGN_NAME = Filter
export DESIGN_NICKNAME = Filter
export VERILOG_FILES = /design/flow/design.v
export SDC_FILE = /design/flow/constraint.sdc
export NUM_CORES = 4
export LEC_CHECK = 1
export CORE_UTILIZATION = 50
--- constraint.sdc ---
current_design Filter

set clk_period 5.0
set clk_io_pct 0.2

create_clock -name clk0 -period $clk_period [get_ports {bir}]
create_clock -name clk1 -period $clk_period [get_ports {clk_in}]
create_clock -name clk2 -period $clk_period [get_ports {elli}]
create_clock -name clk3 -period $clk_period [get_ports {yirmibes}]

set non_clock_inputs [all_inputs -no_clocks]
set_input_delay [expr $clk_period * $clk_io_pct] -clock clk0 $non_clock_inputs
set_output_delay [expr $clk_period * $clk_io_pct] -clock clk0 [all_outputs]
--- design.v ---
module Filter(bir,elli,yirmibes,clk_in,sseg_temp,sseg_temp2,reset,sseg_temp3,sseg_temp4);
input clk_in;
input bir;
input elli;
input yirmibes;
integer a,b,c,d,e,f,h ;
output reg [6:0] sseg_temp ;
output reg [6:0] sseg_temp2 ;
output reg [6:0] sseg_temp3 ;
output reg [6:0] sseg_temp4 ;
input reset;
initial begin
a=0;
b=0;
c=0;
e=0;
end
always @(posedge bir) begin
a=a+1;
end
always @(posedge elli) begin
b=b+1;
end
always @(posedge yirmibes) begin
c=c+1;
end
always @(posedge clk_in) begin
d = (4*a+2*b+c);
f= (a+b+c) ;
if (d>9 && d<20) begin
e=1;
d=d-10;
end
if (d>19 && d<30) begin
e=2;
d=d-20;
end
if (d>29 && d<40) begin
e=3;
d=d-30;
end
if (d>39 && d<50) begin
e=4;
d=d-40;
end
if (d>49) begin
e=0;
d=d-50;
end
if (f>9 && f<20) begin
h=1;
f=f-10;
end
if (f>19 && f<30) begin
h=2;
f=f-20;
end
if (f>29 && f<40) begin
h=3;
f=f-30;
end
if (f>39 && f<50) begin
h=4;
f=f-40;
end
if (f>49) begin
h=0;
f=f-50;
end
end
always @ (posedge clk_in)
 begin
  case(d)
   4'd0 : sseg_temp = 7'b1000000;  
   4'd1 : sseg_temp = 7'b1111001;  
   4'd2 : sseg_temp = 7'b0100100;  
   4'd3 : sseg_temp = 7'b0110000;  
   4'd4 : sseg_temp = 7'b0011001;  
   4'd5 : sseg_temp = 7'b0010010;  
   4'd6 : sseg_temp = 7'b0000010;  
   4'd7 : sseg_temp = 7'b1111000;  
   4'd8 : sseg_temp = 7'b0000000;  
   4'd9 : sseg_temp = 7'b0010000;  
   default : sseg_temp = 7'b0111111;  
  endcase
  case(e)
   4'd0 : sseg_temp2 = 7'b1000000;  
   4'd1 : sseg_temp2 = 7'b1111001;  
   4'd2 : sseg_temp2 = 7'b0100100;  
   4'd3 : sseg_temp2 = 7'b0110000;  
   4'd4 : sseg_temp2 = 7'b0011001;  
   4'd5 : sseg_temp2 = 7'b0010010;  
   4'd6 : sseg_temp2 = 7'b0000010;  
   4'd7 : sseg_temp2 = 7'b1111000;  
   4'd8 : sseg_temp2 = 7'b0000000;  
   4'd9 : sseg_temp2 = 7'b0010000;  
   default : sseg_temp2 = 7'b0111111;  
  endcase
  case(f)
   4'd0 : sseg_temp3 = 7'b1000000;  
   4'd1 : sseg_temp3 = 7'b1111001;  
   4'd2 : sseg_temp3 = 7'b0100100;  
   4'd3 : sseg_temp3 = 7'b0110000;  
   4'd4 : sseg_temp3 = 7'b0011001;  
   4'd5 : sseg_temp3 = 7'b0010010;  
   4'd6 : sseg_temp3 = 7'b0000010;  
   4'd7 : sseg_temp3 = 7'b1111000;  
   4'd8 : sseg_temp3 = 7'b0000000;  
   4'd9 : sseg_temp3 = 7'b0010000;  
   default : sseg_temp3 = 7'b0111111;  
  endcase
  case(h)
   4'd0 : sseg_temp4 = 7'b1000000;  
   4'd1 : sseg_temp4 = 7'b1111001;  
   4'd2 : sseg_temp4 = 7'b0100100;  
   4'd3 : sseg_temp4 = 7'b0110000;  
   4'd4 : sseg_temp4 = 7'b0011001;  
   4'd5 : sseg_temp4 = 7'b0010010;  
   4'd6 : sseg_temp4 = 7'b0000010;  
   4'd7 : sseg_temp4 = 7'b1111000;  
   4'd8 : sseg_temp4 = 7'b0000000;  
   4'd9 : sseg_temp4 = 7'b0010000;  
   default : sseg_temp4 = 7'b0111111;  
  endcase
 end
endmodule
==> insert_results.sql <==
-- generated from flow reports
INSERT INTO impl_metrics (metric_group, metric, value, unit) VALUES
('logic_synthesis', 'ys_dominant_reg_cell', 'sky130_fd_sc_hd__dfxtp_1', ''),
('worst_setup_path', 'regToRegSetupSlack', '-1.94', 'ns'),
('logic_synthesis', 'ys_area', '0.0147', 'mm2'),
('routing', 'dr.pass1.iters', '5', ''),
('routing', 'drt_iter0_drc', '817', ''),
('sta', 'timing.final.setup_violations', '68', ''),
('logic_synthesis', 'postSynthRegisterBits', '194', ''),
('sta', 'timing.clock.skew', '0.0139', 'ns'),
('worst_setup_path', 'rr_worst_depth', '28', ''),
('logic_synthesis', 'syn_area', '0.0147', 'mm2'),
('layout', 'finalInstanceArea', '0.0218', 'mm2'),
('logic_synthesis', 'synth-cells-yosys', '1749', ''),
('logic_synthesis', 'synth_top_area_share', '26.5', '%'),
('routing', 'remaining_drc_errors', '0', ''),
('floorplan', 'fp-row-count', '62', ''),
('placement', 'port_buffers', '28', ''),
('global_routing', 'grt_usage', '31.4', '%'),
('worst_setup_path', 'cp-startpoint', 'a[1]', ''),
('cts', 'cts_hold_repair.buffers', '0', ''),
('worst_setup_path', 'critPathSlowestCell', 'sky130_fd_sc_hd__or4b_4', ''),
('logic_synthesis', 'sequential_to_total_area_share_from_yosys_stat', '26.5', '%'),
('global_routing', 'globalRouteOverflowTotal', '0', ''),
('worst_setup_path', 'data_arrival_critical_path', '7.19', 'ns'),
('floorplan', 'die_h', '173', 'um'),
('global_routing', 'largest_net_degree_at_the_start_of_global_routing', '16', ''),
('routing', 'drt-vias-per-instance', '5.49', ''),
('placement', 'gp_congestion', '0.945', ''),
('floorplan', 'chip_area', '0.0300', 'mm2'),
('floorplan', 'core_util_floorplan', '51.0', '%'),
('layout', 'final_core_utilization', '75.7', '%'),
('logic_synthesis', 'yosys.area.top_type', 'sky130_fd_sc_hd__dfxtp_1', ''),
('sta', 'unrepaired_setup_endpoints_after_global_routing', 'true', ''),
('floorplan', 'fp.coreArea', '0.0288', 'mm2'),
('layout', 'final_layout_size_suffix_gt1_share', '36.3', '%'),
('run_status', 'status', 'finished, violations left', ''),
('cts', 'cts.reportedPaths.clkPinSlew', '0.07', 'ns'),
('layout', 'layout.area.comb', '0.0114', 'mm2'),
('layout', 'layout.cells.most_common', 'sky130_fd_sc_hd__buf_4', ''),
('worst_setup_path', 'timing.critical_path.required', '5.25', 'ns'),
('worst_setup_path', 'regToRegStartpoint', 'a[1]', ''),
('run', 'warning_count', '52', ''),
('layout', 'areaGrowthSynthToFinish', '48.4', '%'),
('layout', 'seqCellArea', '0.00390', 'mm2'),
('routing', 'diodes', '0', ''),
('global_routing', 'number_of_antenna_violations_at_the_first_check_in_global_routing', '0', ''),
('placement', 'dp.final_hpwl', '35.8', 'mm'),
('logic_synthesis', 'post_synth_main_area_contributors', 'sky130_fd_sc_hd__dfxtp_1 26%, sky130_fd_sc_hd__fa_1 8.5%, sky130_fd_sc_hd__ha_1 8.1%, sky130_fd_sc_hd__xnor2_1 6.7%, sky130_fd_sc_hd__nand2_1 4.9%', ''),
('worst_setup_path', 'timing.rr.end', 'f[24]', ''),
('routing', 'wl_per_cell', '16.3', 'um'),
('routing', 'detail_route.wirelength', '45.1', 'mm'),
('sta', 'timing.final.ws_setup', '-1.94', 'ns'),
('worst_setup_path', 'cp-start-kind', 'flop', ''),
('power', 'static-leakage-power', '9.87', 'nW'),
('global_routing', 'first_global_vias', '14499', ''),
('worst_setup_path', 'critical_path_peak_fanout', '5', ''),
('run_status', 'violations', 'negative setup slack', ''),
('logic_synthesis', 'synth.distinct_cells', '99', ''),
('power', 'total_power_per_unit_cell_area', '152', 'mW/mm2'),
('floorplan', 'top_level_ports', '33', ''),
('worst_hold_path', 'hold_path.class', 'reg -> reg', ''),
('logic_synthesis', 'synth.yosys.warnings', '1', ''),
('floorplan', 'die_w', '173', 'um'),
('placement', 'placed_area', '0.0199', 'mm2'),
('logic_synthesis', 'avg_synthesized_cell_area', '8.39', 'um2'),
('global_routing', 'grt_pass1_wl', '73.1', 'mm'),
('sta', 'max_slew.worst_pin.slew', '0.744', 'ns'),
('layout', 'most_frequent_logic_cells_in_the_routed_design', '571 x sky130_fd_sc_hd__buf_4, 185 x sky130_fd_sc_hd__dfxtp_1, 177 x sky130_fd_sc_hd__nand2_1', ''),
('sta', 'finalHoldViolCount', '0', ''),
('cts', 'cts.sink_count', '194', ''),
('worst_setup_path', 'cp_slowest_stage_delay', '0.57', 'ns'),
('run', 'max_cap_viol_count', '0', '');
[report_power, final]
| part | switching (mW) | internal (mW) | leakage [nW] |
|---|---|---|---|
| Sequential | 0 | 1.54 | 1.57 |
| Combinational | 0 | 0 | 7.93 |
| Clock | 0.687 | 1.08 | 0.378 |
| Total | 0.687 | 2.62 | 9.87 |
[area by class of cell]
| class | count | area share (%) |
|---|---|---|
| Tap cell | 384 | 2.21 |
| Multi-Input combinational cell | 1447 | 52.2 |
| Clock inverter | 10 | 0.626 |
| Inverter | 57 | 0.983 |
| Clock buffer | 29 | 2.98 |
| Sequential cell | 194 | 17.9 |
| Timing Repair Buffer | 639 | 23.1 |
[timing repair]
action / 4_1_cts / 5_1_grt
pin swaps: 56 / 43
setup endpoints to repair: 68 / 68
setup buffers: 37 / 17
gates resized: 114 / 54
[flip-flops by register name, summed over array words and instances, names as in the netlist]
register and cells:
a 32, b 32, c 32, d 32, e 3, f 32, h 3, sseg_temp 7
sseg_temp2 7, sseg_temp3 7, sseg_temp4 7
[through the flow]
stage	power [mW]	setup WS (ns)	hold WS (ns)	cells	TNS, ns
after CTS	3.34	-1.90	0.468	2746	-103.74
final	3.31	-1.94	0.466	2760	-108.23
after floorplan	1.58	-2.37	0.410	1749	-108.71
after global placement	1.58	-2.06	0.465	2671	-117.21
after detailed placement	1.58	-2.20	0.471	2671	-123.94
after global routing	3.40	-2.18	0.490	2760	-126.96
[worst min path at each step]
stage / slack [ns] / startpoint / to / cells past startpoint
4_1_cts: 0.47 / c[0] / d[0] / 1
5_1_grt: 0.49 / c[0] / d[0] / 1
6_report: 0.47 / c[0] / d[0] / 1
[layer usage]
layer	part of all wire (%)	wire, um	GRT usage, %
met2	43	19400	46.5
met5	0	0	0
met4	2.1	956	5.53
met1	48	21700	48.7
met3	6.6	2970	7.49
[critical path, delay by kind of cell (launching register included)]
family                     cells  cell delay [ns]
and+or+nand+nor               11             2.91
adders and majority gates      4             1.23
buffers and inverters          2             0.09
AOI/OAI and AO/OA             10             2.02
DFF                            1             0.33
muxes                          1             0.29
[cells in the mapped netlist (4+ instances only)]
cell type,number
sky130_fd_sc_hd__a2111oi_0,5
sky130_fd_sc_hd__a211o_1,6
sky130_fd_sc_hd__a211oi_1,17
sky130_fd_sc_hd__a21o_1,23
sky130_fd_sc_hd__a21oi_1,107
sky130_fd_sc_hd__a31oi_1,12
sky130_fd_sc_hd__and2_1,17
sky130_fd_sc_hd__and3_1,40
sky130_fd_sc_hd__and4_1,14
sky130_fd_sc_hd__buf_2,4
sky130_fd_sc_hd__buf_6,5
sky130_fd_sc_hd__clkbuf_1,38
sky130_fd_sc_hd__dfxtp_1,194
sky130_fd_sc_hd__fa_1,62
sky130_fd_sc_hd__ha_1,95
sky130_fd_sc_hd__inv_1,55
sky130_fd_sc_hd__mux2_2,6
sky130_fd_sc_hd__mux2i_1,13
sky130_fd_sc_hd__nand2_1,191
sky130_fd_sc_hd__nand2b_1,17
sky130_fd_sc_hd__nand3_1,67
sky130_fd_sc_hd__nand3b_1,5
sky130_fd_sc_hd__nand4_1,37
sky130_fd_sc_hd__nand4b_1,5
sky130_fd_sc_hd__nor2_1,136
sky130_fd_sc_hd__nor2b_1,12
sky130_fd_sc_hd__nor3_1,51
sky130_fd_sc_hd__nor4_1,37
sky130_fd_sc_hd__o2111ai_1,4
sky130_fd_sc_hd__o211a_1,5
sky130_fd_sc_hd__o211ai_1,23
sky130_fd_sc_hd__o21a_1,9
sky130_fd_sc_hd__o21ai_0,96
sky130_fd_sc_hd__o21ai_1,11
sky130_fd_sc_hd__o21bai_1,7
sky130_fd_sc_hd__o221ai_1,5
sky130_fd_sc_hd__o22ai_1,6
sky130_fd_sc_hd__o31ai_1,8
sky130_fd_sc_hd__o41ai_1,4
sky130_fd_sc_hd__or2_2,11
sky130_fd_sc_hd__or3_1,21
sky130_fd_sc_hd__or4_1,11
sky130_fd_sc_hd__xnor2_1,113
sky130_fd_sc_hd__xor2_1,57
[cell families (layout without fill, tap and decap cells)]
group | count (synthesis) | count (layout) | share of synthesized area, %
flip-flops | 194 | 194 | 26.5
buffers and inverters | 108 | 735 | 3.10
XOR/XNOR | 171 | 171 | 10.3
AND/OR/NAND/NOR | 698 | 698 | 24.3
adder cells (fa/ha/maj) | 157 | 157 | 16.6
AND-OR/OR-AND | 401 | 401 | 17.9
multiplexers | 20 | 20 | 1.45
Power figures rest on the tool's default switching activity, not on a simulated workload.
